[flow/config.mk]
export PLATFORM = sky130hd
export DESIGN_NAME = Instruction_Memory
export DESIGN_NICKNAME = Instruction_Memory
export VERILOG_FILES = /design/flow/design.v
export SDC_FILE = /design/flow/constraint.sdc
export NUM_CORES = 4
export LEC_CHECK = 1
export CORE_AREA = 10 10 70 70
export DIE_AREA = 0 0 80 80
[flow/constraint.sdc]
current_design Instruction_Memory

set clk_period 2.0
set clk_io_pct 0.2

create_clock -name clk0 -period $clk_period

set non_clock_inputs [all_inputs -no_clocks]
set_input_delay [expr $clk_period * $clk_io_pct] -clock clk0 $non_clock_inputs
set_output_delay [expr $clk_period * $clk_io_pct] -clock clk0 [all_outputs]
[flow/design.v]
`timescale 1ns / 1ns
module Instruction_Memory(Address, ReadData1);
parameter BITSIZE = 32;
parameter REGSIZE = 32;
input [REGSIZE-1:0] Address;
output reg [BITSIZE-1:0] ReadData1;
reg [BITSIZE-1:0] memory_file [0:REGSIZE-1];	 
always @(Address, memory_file[Address])
begin
	ReadData1 = memory_file[Address];
end
initial
	begin
		memory_file[0] = 32'b11110010100_0000000000000001_00010;  
		memory_file[1] = 32'b11110010100_0000000000000111_00001;  
		memory_file[2] = 32'b10001011000_00001_000000_00010_01010;  
        memory_file[3] = 32'b10001010000_01010_000000_00001_00011;  
        memory_file[4] = 32'b10001011000_00010_000000_00001_00100;  
        memory_file[5] = 32'b10101010000_00010_000000_00001_00101;  
		memory_file[6] = 32'b11001011000_00010_000000_00001_00110;  
        memory_file[7] = 32'b11111000000_00000000011_00010_00001;  
        memory_file[8] = 32'b11111000010_00000000011_00010_00111;  
        memory_file[9] = 32'b00010100000_000000000000000000010;  
        memory_file[11] = 32'b11110010100_0000000000000000_01000;  
        memory_file[12] = 32'b101101000000_000000000000011_00111;  
        memory_file[13] = 32'b101101000000_000000000000010_01000;  
        memory_file[15] = 32'b11110010100_0000000000000000_01000;  
	end
endmodule
[flow/run.sh]
#!/bin/bash
# OpenROAD 26Q1-2900-gdf79404cd8, Yosys 0.63+post, stock flow scripts
make -C /OpenROAD-flow-scripts/flow DESIGN_CONFIG=/design/flow/config.mk WORK_HOME=/design/flow/orfs finish
==> results_slide.txt <==
Flow Results at a Glance

Setup path
  – Max FO, Critical Path: 5
  – CP max stage delay: 0.50 ns
  – Slowest-stage cell, CP: clkdlybuf4s50_1
  – Critical Path, Cell by Cell: buf_4 > inv_6 > buf_4 > ha_4 > nand2_1 > o21ai_0 > clkdlybuf4s50_1
  – Most used cell, CP: buf_4
  – Setup CP Type: in -> out
  – CP Buf/Inv Count: 4
  – CP Depth: 7
  – WP data arrival: 1.55 ns
  – Top delay family on crit path: buffers and inverters
  – Crit path required time: 1.60 ns
  – CP endpoint kind: output pin
  – Setup crit start kind: input pin

Die
  – Site row count: 21
  – Io pins: 64
  – Die Y: 80 um
  – Fp_density: 0.1454
  – Total die area: 6400 sq um
  – Die Wd: 80 um
  – Core area: 3416 sq um

Final timing
  – Setup TNS: 0 ns
  – Final worst-path cycle share: 0.9728
  – Hold Slack: 1.144 ns
  – Final setup viols: 0
  – Final Slew Violations: 0
  – FMAX: 514.0 MHz
  – RSZ-0062 raised after global routing: false
  – Min Tclk post-route: 1.946 ns
  – Final worst slack: 0.05438 ns
  – Final tally of hold violations: 0

Logic synthesis
  – Count of different cell masters after synthesis: 26
  – Yosys synthesis chip area: 496.7 sq um
  – Synthesized area per cell: 7.642 sq um
  – Syn. warnings: 1
  – Seq share, synth: 0
  – Yosys cell count: 65
  – Leading area contributor after synthesis: ha_1
  – Top cells, area: ha_1 (23%), buf_4 (20%), mux4_2 (9.1%), o21ai_0 (5.0%), mux2i_1 (4.0%)
  – Max-area cell share: 0.2267
  – Synthesized instance count: 65
  – Mapped Area: 496.7 sq um

Layout
  – Register area: 0 sq um
  – Layout Area Growth over Synthesis: 104.8%
  – Fillers: 365
  – Logic area: 499.2 sq um
  – Final core occ: 0.2978
  – Layout cells sized above 1: 0.4528
  – Flop count: 0
  – CLK BUF: 0

Drt
  – Vias/cell: 3.770
  – DRC: 0
  – ANT nets after route: 0
  – Initial DRC count: 7
  – Total vias in the final route: 573
  – Wire length per cell: 12.38 um
  – Final wirelength: 1882 um
  – Final antenna diode count: 0
  – Iteration count of the initial detailed-routing pass: 3

Run
  – Max Cap Viol: 0
  – Count of tool warnings: 67

Pwr
  – VDD IR max: 0.08095 mV
  – Final Power: 179.3 uW
  – Static leakage: 0.0005410 uW
  – Pwr Density: 176.2 nW/um^2

Place
  – DP HPWL: 1449 um
  – Pre-CTS worst setup slack: -0.6106 ns
  – RePlAce Congestion: 0.7873
  – # port buffers: 26

Global route
  – Grt total ovfl: 0
  – Vias in the first global route: 577
  – Initial antenna violation count: 0
  – Total GRT Usage: 0.05230
  – Largest net degree at the start of global routing: 10
  – First-pass GRT wire length: 2815 um

Min path
  – Hold Crit Class: in -> out
  – Hold Path Cell Cnt: 3

Clock network
  – CTS Hold Bufs: 0

Status
  – Status: finished clean
-- path summary, 6_finish.rpt --
| path | slack [ns] | startpoint | end |
|---|---|---|---|
| max | 0.05 | Address[1] | ReadData1[0] |
| min | 1.14 | Address[3] | ReadData1[7] |
-- cell type report --
class | count | area share
multi-input combinational | 53 | 0.4908
timing repair buffer | 47 | 0.4207
tap | 46 | 0.05658
inverter | 6 | 0.03198
-- timing repair --
| item | 4_1_cts | 5_1_grt |
|---|---|---|
| gates resized | 53 | 20 |
| setup buffers | 6 | 0 |
| gates cloned | 1 | 0 |
| setup endpoints to repair | 22 | 13 |
| endpoints found under the hold margin | 0 | 0 |
| pin swaps | 4 | 2 |
-- logic make-up (layout without fill, tap and decap cells) --
| kind of cell | count (synthesis) | count (layout) | share of synthesized area |
|---|---|---|---|
| mux | 5 | 5 | 0.1536 |
| other cells | 1 | 10 | 0.007549 |
| fa+ha+maj | 9 | 9 | 0.2267 |
| buf+inv | 21 | 53 | 0.2620 |
| simple gates | 15 | 15 | 0.1713 |
| compound gates | 14 | 14 | 0.1789 |
-- power breakdown --
part | switching [uW] | total [uW] | internal (uW)
registers | 0 | 0 | 0
logic | 70.9 | 179 | 108
clock network | 0 | 0 | 0
total | 70.9 | 179 | 108
-- synth_stat cells, drive strengths merged, types with 2 or more instances --
cell    number
mux4         2
a21oi        2
nand2        3
or2          2
ha           9
o21ai        5
buf         15
inv          6
a31oi        2
nor3         2
nand2b       3
mux2i        2
-- metal layers --
metal,vias up,wire [um],track usage
met3,0,84,0.007955
met2,20,866,0.08909
met1,267,932,0.07167
met5,-,0,0
li1,286,-,-
met4,0,0,0
-- through the flow --
step,instance area (sq um),std cells
2_1_floorplan,530.5,74
3_3_place_gp,845.8,145
3_5_place_dp,845.8,145
4_1_cts,952.2,152
5_1_grt,1017,152
6_report,1017,152
-- layout by cell type, fill, tap and decap left out --
master           synthesis  layout
clkdlybuf4s15_1          0       2
ha_1                     9       4
o21ba_2                  1       1
conb_1                   1      10
inv_1                    5       3
mux2_2                   1       1
dlymetal6s2s_1           0       8
ha_4                     0       5
buf_6                    0       4
a21boi_2                 0       1
mux4_2                   2       2
o21ai_1                  0       1
o22ai_1                  1       1
nor3_4                   0       1
or2_2                    2       2
nor3_1                   2       1
inv_6                    0       1
dlygate4sd2_1            0       2
nand2_1                  3       3
inv_4                    0       2
o21ai_0                  5       2
a21oi_2                  0       2
o22a_1                   1       1
a31oi_1                  2       2
o21ai_2                  0       2
a2bb2oi_2                0       1
nor3b_1                  1       1
nand3_1                  1       1
clkbuf_4                 0       2
clkdlybuf4s50_1          0       8
buf_2                    2       3
nand2b_1                 3       3
and3_1                   1       1
nor2b_1                  1       1
buf_4                   13      18
mux2i_1                  2       2
nand3b_1                 1       1
Power and IR drop assume default switching activity.
