--- /design/flow/design.v ---
module ProgramCounter(PC, clk, rst, Uncondbranch, Branch, Zero, instruction);
    parameter BITSIZE = 64;
    input clk, rst, Uncondbranch, Branch, Zero;
    input [31:0] instruction;
    reg flag;
    reg [63:0] address, PCmid;
    output reg [BITSIZE-1:0] PC;
    always@(Uncondbranch, Branch, Zero)
    flag = (Uncondbranch | (Branch & Zero));
    always @(posedge clk, posedge rst)
    begin
        if ( rst )
        begin
            PCmid = 0;
            address=0;
        end
        else if ( flag )
        begin
            if (Uncondbranch)
                address=$signed(instruction[20:0]);
            else
                address=$signed(instruction[20:5]);
            PCmid = PCmid + address;
        end
        else
            PCmid = PCmid + 1;
    end
    always@(negedge clk)
    PC = PCmid;
endmodule
--- /design/flow/run.sh ---
#!/bin/bash
# OpenROAD 26Q1-2900-gdf79404cd8, Yosys 0.63+post, stock flow scripts
make -C /OpenROAD-flow-scripts/flow DESIGN_CONFIG=/design/flow/config.mk WORK_HOME=/design/flow/orfs finish
--- /design/flow/config.mk ---
export PLATFORM = sky130hd
export DESIGN_NAME = ProgramCounter
export DESIGN_NICKNAME = ProgramCounter
export VERILOG_FILES = /design/flow/design.v
export SDC_FILE = /design/flow/constraint.sdc
export NUM_CORES = 4
export LEC_CHECK = 1
export CORE_UTILIZATION = 40
--- /design/flow/constraint.sdc ---
current_design ProgramCounter

set clk_period 17.6
set clk_io_pct 0.2

create_clock -name clk0 -period $clk_period [get_ports {clk}]

set non_clock_inputs [all_inputs -no_clocks]
set_input_delay [expr $clk_period * $clk_io_pct] -clock clk0 $non_clock_inputs
set_output_delay [expr $clk_period * $clk_io_pct] -clock clk0 [all_outputs]
==> changes_impl.md <==
## Implementation

- WP buf/inv: 1
- Clock power frac: 25.9%
- CP required: 14.08 ns
- Die Width: 136 µm
- Fin Setup TNS: 0 ns
- Logic pwr share: 36.5%
- Worst-Margin Slew: 0.896 ns
- First-pass GRT wire length: 33700 µm
- Diodes inserted: 0
- Total grt overflow: 0
- Final Hold Viols: 0
- Post-Syn Area: 0.00722 mm²
- Critical path capture point type: primary output
- Slew Limit Fails: 0
- Layout Skew: 0.0317 ns
- Worst path cell trace: clkdlybuf4s50_1
- Reg-to-reg slack, setup: 8.05 ns
- CP Class: flop to primary output
- H-Tree Depth: 4
- Internal: 0.924 mW
- Ys flops: 128
- Vias: 6744
- Static leakage: 3.62 nW
- # rows: 48
- Critical path arrival: 10.03 ns
- Synth area leader: dfrtp_1
- Vias in the first global route: 6252
- Tool warnings: 100
- Synth top area share: 22.2%
- Rel. slew slack: 40.0%
- Dominant flop cell: dfxtp_1
- Outcome: completed
- R2r endpoint: PC[57]
- Most common cell in the netlist: nor2_1
- Final wirelength: 21200 µm
- Adder share: 3.74%
- CTS Buf Count: 17
- Hold crit path type: flop to flop
- Largest stage delay, worst path: 0.50 ns
- 1st-iter DRT viols: 458
- Die area: 0.0186 mm²
- IO Count: 101
- And+or+nand+nor area frac: 20.6%
- Critical Path Slowest Stage Cell: clkdlybuf4s50_1
- Post-CTS sizing: 0
- WP depth: 1
- XOR/XNOR Fraction of Synth Area: 8.25%
- Share of power burned in registers: 37.6%
- Late-Pin Clk Latency: 0.45 ns
- FP Util: 41.3%
- Largest net degree at the start of global routing: 57
- Worst-path fanout max: 1
- Ys Warns: 1
- Startpoint Class: flop
- Hold Slack: 0.495 ns
- Final setup violation count: 0
- Top logic family: simple AND/OR/NAND/NOR gates
- Area fraction in mux cells: 1.54%
- Worst setup endpoint: PC[31]
- Post-DP HPWL: 15400 µm
- Clk sink count: 128
- CORE AREA: 0.0175 mm²
- Yosys Instances: 798
- # DRC: 0
- Post-Syn Instances: 798
- Syn avg cell area: 9.05 µm²
- Via/cell ratio: 5.79
- PD cells: 169 mW/mm²
- Post-Synth AOI/OAI Area: 20.5%
- Top cells by count: 65 x nor2_1, 64 x dfrtp_1, 64 x dfxtp_1
- IO buf count: 89
- CTS root buf: clkbuf_16
- Wire length per cell: 18.2 µm
- RSZ-0062 raised after global routing: false
- Synth async-reset ratio: 50.0%
- Post-synth EDFFs: 0
- Top cells, area: dfrtp_1 22%, dfxtp_1 18%, xnor2_1 6.8%, a21oi_1 3.7%, ha_1 3.5%
- Post-CTS setup buffers: 0
- Hold buffers post-CTS: 0
- Max-Cap Viols: 0
- Pre-Repair DR Iteration Count: 5
- YS chip area: 0.00722 mm²
- Sw Ratio: 38.8%
- Crit path launch: PC[31]
- FF-to-FF path depth: 0
- Area Overhead vs Synth: 23.9%
- Initial antenna violation count: 0
- Cell Type Count: 90
- CTS clk-pin slew, worst paths: 0.06 ns
- Remaining antenna violation count after routing: 0
- Psw: 0.586 mW
- Deepest clock path buffer count: 2
- Gpl congestion: 0.962
- Delay-heaviest family, CP: buffers and inverters
- Worst r2r src: PCmid[57]
- CTS tree: yes
- Layout cells sized above 1: 7.88%
- Seq share, synth: 39.9%
- DIE HEIGHT: 136 µm
- Peak VDD IR: 0.0792 mV
- Total GRT Usage: 24.2%
- Fin util: 51.2%
## worst min-delay path by stage
| stage | from | endpoint | slack (ns) | depth (start not counted) |
|---|---|---|---|---|
| 4_1_cts | PCmid[0] | PCmid[0] | 0.50 | 1 |
| 5_1_grt | PCmid[0] | PCmid[0] | 0.55 | 1 |
| 6_report | PCmid[0] | PCmid[0] | 0.49 | 1 |
## metrics by stage
step	cell area, µm²	power, mW	cells	worst slack, ns
6_report	8950	1.51	1164	4.05
4_1_cts	8950	1.52	1164	4.03
3_3_place_gp	8150	1.13	1069	4.50
3_5_place_dp	8150	1.14	1069	4.49
2_1_floorplan	7220	0.905	798	5.02
5_1_grt	8950	1.62	1164	3.99
## cell families after synthesis
| kind of cell | count (synthesis) |
|---|---|
| simple gates | 286 |
| mux | 11 |
| buf+inv | 76 |
| fa+ha+maj | 21 |
| compound gates | 208 |
| flops | 128 |
| xor+xnor | 68 |
## power groups by stage
stage,clock [mW],combinational (mW),sequential (mW)
5_1_grt,0.426,0.612,0.585
4_1_cts,0.401,0.550,0.566
6_report,0.390,0.552,0.568
## final cells by class
class	instances	area, µm²
timing repair buffer	94	928
clock inverter	79	378
clock buffer	17	425
sequential	128	2880
inverter	27	101
fill	1538	8530
multi-input combinational	594	3950
tap	225	282
## cell usage in the layout, fill, tap and decap left out, types with 16 or more instances in the layout
cell type / Yosys / layout
a21oi_1: 53 / 53
dfxtp_1: 64 / 64
clkdlybuf4s50_1: 0 / 89
xnor2_1: 56 / 56
nor2_1: 65 / 64
nand2_1: 63 / 63
o21ai_0: 30 / 30
nor4_1: 20 / 20
clkbuf_16: 0 / 17
nand3_1: 40 / 40
nand4_1: 16 / 16
inv_1: 28 / 90
dfrtp_1: 64 / 64
nor3_1: 16 / 16
ha_1: 20 / 20
## metal layers
metal	routed length [µm]	up-vias	share of wire, %	global-route usage (%)
li1	-	3203	-	-
met1	9990	3220	47	38.1
met2	9100	286	43	35.0
met3	1690	35	8.0	5.66
met4	392	0	1.9	3.77
met5	0	-	0	0
## sequential cells by signal, indices dropped and copies added, names as in the netlist
signal,count
PC,64
PCmid,64
Power and IR drop assume default switching activity.
