==> design/flow/design.v <==
module Register_File(instruction, ReadSelect1, ReadSelect2, WriteSelect, WriteData, WriteEnable, ReadData1, ReadData2, clk, rst);
    parameter BITSIZE = 64;
    parameter REGSIZE = 32;
    input [$clog2(REGSIZE)-1:0] ReadSelect1, ReadSelect2, WriteSelect;
    input [BITSIZE-1:0] WriteData;
    input [31:0] instruction;
    input WriteEnable;
    output reg [BITSIZE-1:0] ReadData1, ReadData2;
    input clk, rst;
    reg [BITSIZE-1:0] reg_file [REGSIZE-1:0];    
    integer i;                                   
    always @(instruction, ReadSelect1, reg_file[ReadSelect1])
    begin
        ReadData1 = reg_file[ReadSelect1];
    end
    always @(instruction, ReadSelect2, reg_file[ReadSelect2])
    begin
        ReadData2 = reg_file[ReadSelect2];
    end
    always @(posedge rst, posedge clk)
    begin
        if (rst==1)
            for (i=0; i<REGSIZE; i=i+1) reg_file[i] = 'b0;  
        else if ( WriteSelect!=0 && WriteEnable!=0)
                reg_file[WriteSelect] = WriteData;  
    end
initial
reg_file[31]=0;
endmodule
==> design/flow/run.sh <==
#!/bin/bash
# OpenROAD 26Q1-2900-gdf79404cd8, Yosys 0.63+post, stock flow scripts
make -C /OpenROAD-flow-scripts/flow DESIGN_CONFIG=/design/flow/config.mk WORK_HOME=/design/flow/orfs finish
==> design/flow/config.mk <==
export PLATFORM = sky130hd
export DESIGN_NAME = Register_File
export DESIGN_NICKNAME = Register_File
export VERILOG_FILES = /design/flow/design.v
export SDC_FILE = /design/flow/constraint.sdc
export NUM_CORES = 4
export LEC_CHECK = 1
export CORE_UTILIZATION = 40
==> design/flow/constraint.sdc <==
current_design Register_File

set clk_period 9.2
set clk_io_pct 0.2

create_clock -name clk0 -period $clk_period [get_ports {clk}]

set non_clock_inputs [all_inputs -no_clocks]
set_input_delay [expr $clk_period * $clk_io_pct] -clock clk0 $non_clock_inputs
set_output_delay [expr $clk_period * $clk_io_pct] -clock clk0 [all_outputs]
==> results.txt <==
Synthesis and place-and-route results.

- The post-detailed-route via-to-cell ratio is 7.428.
- Looking at the clock tree report, the root buffer type is sky130_fd_sc_hd__clkbuf_16.
- Summed over all layers, the global routing overflow is 0.
- The fraction of post-synthesis cell area in the top cell type by area is 48.64%.
- The logs give a warning total of 118.
- The via count is 97590.
- The floorplan utilization is 40.21%.
- Post-CTS repair ended up resizing 0 cells.
- The largest combinational cell category by area is multiplexers.
- The power report puts the leakage power at 51.90 nW.
- The area overhead of the layout relative to synthesis is 13.41%.
- The biggest area contributor in the post-synthesis netlist is sky130_fd_sc_hd__dfrtp_1.
- The violation count after the first detailed-routing iteration is 13490.
- The setup total negative slack is 0 ns.
- The script computed a power per unit cell area of 212.0 nW/um^2.
- For this design, the sink count on the clock tree is 2048.
- Yosys mapped the design onto 63 distinct sky130hd cell types.
- In this run, synthesis inferred 0 flip-flops with an integrated enable.
- The kind of end point of the critical path is an output port.
- The post-synthesis chip area from yosys is 105400 um^2.
- In the final routed layout, each cell accounts on average for 41.97 um.
- The flow ran to the end, and the final reports show no timing, DRC or antenna violations.
- The longest clock path from root to sink contains 3 buffers.
- The post-route clock period utilization is 91.65%.
- The first detailed-routing pass took 9 iterations.
- The number of buffers inserted by hold repair at cts is 0.
- The chip area is 265500 um^2.
- In this run the cell area of the synthesized design comes to 105400 um^2.
- By instance count after routing, the leading logic cell type is sky130_fd_sc_hd__dfrtp_1.
- After detailed routing, the number of remaining DRC violations is 0.
- The highest ir drop seen on vdd is 0.2217 mV.
- As logged by OpenROAD, the buffers inserted on ports number 209.
- The later-pin clock latency in the skew report is 0.91 ns.
- The post-CTS clock slew at the launch and capture registers of the worst setup and hold paths is 0.06 ns.
- After synthesis, the cell types taking the most area are sky130_fd_sc_hd__dfrtp_1 49%, sky130_fd_sc_hd__mux2_2 21%, sky130_fd_sc_hd__nand3_1 9.4%, sky130_fd_sc_hd__a22oi_1 4.7%, sky130_fd_sc_hd__nand4_1 3.6%.
- The placeable core region is 262000 um^2.
- In this run the mean area of a mapped cell was 10.89 um^2.
- In this run, CTS created clock tree buffers numbering 215.
- After Yosys synthesis, XOR and XNOR cells account for 0% of the synthesized area.
- The placement row count is 188.
- The first global-routing pass estimated 759.6 mm of wire.
- STA on the placed design reports a worst setup slack of 1.261 ns.
- The highest clock rate this design can be run at is 118.6 MHz.
- The kind of critical path is in2out.
- The synthesized netlist handed to floorplanning was reported with a cell count of 9676.
- The number of cells reported by Yosys stat comes to 9676.
- The number of global-route vias before repair is 95640.
- The element type at the critical path start is an input port.
- The area share of and-or/or-and cells after synthesis is 8.088%.
- According to the I/O placement log, the pin count is 242.
- Per the OpenROAD floorplan log, the height of the die is 515.2 um.
- The actual transition at the worst max-transition pin is 1.162 ns.
- Of the synthesized area, sequential elements account for 48.64%.
- The share of async-settable or async-resettable flops after synthesis is 100.0%.
- The final max-slew violation count recorded for this run is 0.
- The required time at the endpoint of the critical path is 7.36 ns.
- Per the CTS log, the maximum H-tree level is 4.
- The CTS tree is built.
- The sum of routed wire length over all layers is 551.4 mm.
- Setup violations remaining at the end of the flow were counted as 0.
- The horizontal die dimension is 515.2 um.
- The final weighted congestion recorded by global placement is 1.027.
- Looking at the critical path, the highest net fanout was 39.
- The arrival time reported for the critical path endpoint is 6.59 ns.
- The portion of synthesized area spent on multiplexers is 21.34%.
- The most instantiated flip-flop cell in the synthesis netlist is sky130_fd_sc_hd__dfrtp_1.
- Per the repair_timing log after CTS, setup buffers inserted total 0.
- The post-detailed-route count of antenna-violating nets is 0.
- The number of maximum-capacitance constraint violations is 0.
- Setup repair after global routing left no endpoint under its margin.
- Hold-check failures listed in the final report amount to 0.
- According to the hold report, the worst path is of the reg2reg type.
- Total global-route track usage over all layers is 42.78%.
- The library cells used most frequently in the layout, excluding fill and tap cells, are 2048 x sky130_fd_sc_hd__dfrtp_1, 1988 x sky130_fd_sc_hd__mux2_2, 1985 x sky130_fd_sc_hd__nand3_1.
- The register-to-register setup slack is 8.23 ns.
- Checking max transition, the worst relative margin is 21.73%.
- The initial antenna violation count came to 66.
- The pin count of the biggest net entering global routing is 125.
- The warning tally printed by Yosys for this design is 2.
- The cell count after placement is 12670.
- The simple-gate share of the synthesized area is 17.51%.
- The final timing report derives a shortest allowable period of 8.432 ns.
- The smallest setup slack after layout is 0.7681 ns.
- The post-layout instance count excluding filler cells is 13140.
- After layout, the setup clock skew is reported as 0 ns.
- The register with the most flip-flops in the layout has 2048 of them.
- The post-route netlist has 30.55% of its cells at a drive strength greater than 1.
- Of the total synthesized cell area, the portion taken by full adders, half adders and majority gates is 0%.
- The HPWL after detailed placement is 310.9 mm.
- The register bit count reported by yosys is 2048.
## worst max-delay path, cell delays in order
cell,delay (ns)
sky130_fd_sc_hd__buf_2,0.59
sky130_fd_sc_hd__and3b_4,0.51
sky130_fd_sc_hd__buf_4,0.68
sky130_fd_sc_hd__and2_2,0.88
sky130_fd_sc_hd__buf_4,0.56
sky130_fd_sc_hd__a22oi_1,0.18
sky130_fd_sc_hd__and3_1,0.26
sky130_fd_sc_hd__a31oi_1,0.45
sky130_fd_sc_hd__clkdlybuf4s50_1,0.58
## per-layer routing
| metal | GRT usage [%] | part of all wire (%) |
|---|---|---|
| met1 | 48.69 | 32 |
| met2 | 54.85 | 39 |
| met3 | 31.29 | 19 |
| met4 | 30.75 | 9.7 |
| met5 | 3.142 | 0.25 |
## metrics by stage
step / hold WS [ns] / util, % / power (mW) / instance area [um^2]
finish: 0.3959 / 45.60 / 25.33 / 119500
global route: 0.4080 / 45.55 / 26.02 / 119300
CTS: 0.3965 / 45.52 / 25.12 / 119300
detailed placement: 0.3834 / 42.70 / 15.96 / 111900
global placement: 0.3865 / 42.70 / 15.85 / 111900
floorplan: 0.4428 / - / 14.24 / 105400
## Yosys cell counts, drive strengths merged (37+ instances only)
| master | count |
|---|---|
| nand3 | 1989 |
| nor4 | 42 |
| nor2 | 88 |
| clkbuf | 955 |
| buf | 225 |
| or4 | 80 |
| a22o | 37 |
| and3 | 360 |
| nand4 | 602 |
| nor3 | 38 |
| and2 | 41 |
| mux2 | 1988 |
| a2111oi | 117 |
| dfrtp | 2048 |
| a22oi | 666 |
| o32a | 90 |
## final cells by class
type	count	area (um^2)
fill	23490	142500
clock inverter	68	994.7
clock buffer	322	6395
timing repair buffer	656	6123
sequential	2048	51250
multi-input combinational	6441	50100
antenna	81	202.7
tap	3515	4398
inverter	7	30.03
## kinds of logic (layout without fill, tap and decap cells)
group | after synthesis | after routing
simple gates | 3363 | 3363
flops | 2048 | 2048
mux | 1998 | 1998
buf+inv | 1187 | 1053
compound gates | 1080 | 1080
other cells | 0 | 81
## report_power, final
| part | internal, mW | switching [mW] | leakage [nW] |
|---|---|---|---|
| Combinational | 1.89 | 2.01 | 22.0 |
| Clock | 5.35 | 3.96 | 3.64 |
| Sequential | 10.7 | 1.43 | 26.3 |
## path summary, 6_finish.rpt
path | cells past startpoint | endpoint | from
min | 0 | reg_file[0][60] | reg_file[0][60]
min reg2reg | 0 | reg_file[0][60] | reg_file[0][60]
max in group asynchronous | 5 | reg_file[23][23] | rst
max | 9 | ReadData2[26] | ReadSelect2[1]
min in group asynchronous | 2 | reg_file[30][43] | rst
max reg2reg | 1 | reg_file[13][9] | reg_file[13][9]
No activity file was given, so power comes from the tool's default toggle rates.
